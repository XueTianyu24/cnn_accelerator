$ cat design/flow/design.v
module add
(
    input clk,
    input signed [31:0] din_0,
    input signed [31:0] din_1,
    input ivalid,
    output ovalid,
    output signed [31:0] dout
);
	reg [31:0] dout_r;
	reg wren;
	reg [31:0] din_0_delay;
	reg wren_delay;
	always@(posedge clk)
		din_0_delay <= din_0;
	always@(posedge clk)
		dout_r = din_0_delay + din_1;
	always@(posedge clk)
	if(ivalid)
		wren <= 1'b1;
	else
		wren <= 1'b0;
	always@(posedge clk)
		wren_delay <= wren;
	assign ovalid = wren_delay;
	assign dout = dout_r;
endmodule
$ cat design/flow/config.mk
export PLATFORM = sky130hd
export DESIGN_NAME = add
export DESIGN_NICKNAME = add
export VERILOG_FILES = /design/flow/design.v
export SDC_FILE = /design/flow/constraint.sdc
export NUM_CORES = 4
export LEC_CHECK = 1
export CORE_UTILIZATION = 40
$ cat design/flow/run.sh
#!/bin/bash
# OpenROAD 26Q1-2900-gdf79404cd8, Yosys 0.63+post, stock flow scripts
make -C /OpenROAD-flow-scripts/flow DESIGN_CONFIG=/design/flow/config.mk WORK_HOME=/design/flow/orfs finish
$ cat design/flow/constraint.sdc
current_design add

set clk_period 16.6
set clk_io_pct 0.2

create_clock -name clk0 -period $clk_period [get_ports {clk}]

set non_clock_inputs [all_inputs -no_clocks]
set_input_delay [expr $clk_period * $clk_io_pct] -clock clk0 $non_clock_inputs
set_output_delay [expr $clk_period * $clk_io_pct] -clock clk0 [all_outputs]
==> run summary <==
run results: run status completed, post-route ant nets 0, switching power total approximately 110 uW, Fillers 614, RSZ-0062 raised after global routing no, Main synth FF type dfxtp_1, combinational share of power 0.270, clk sink count 66, clock slew at reported path FFs 70 ps, die area 8030 um2, cells resized by post-CTS repair 0, Max FO, Critical Path 4, Latency at later pin 340 ps, Worst Setup Start Kind primary input, VDD IR max 0.0000458 V, Synth top area share 0.430, max-slew violation count 0, Synth Register Bits 66, Post-synth EDFFs 0, Flop area 1320 um2, Hold Violations, Final 0, Pint 320 uW, DR vias/cell 5.04, critical path arrival 5710 ps, H-Tree Depth 3, Cell variety after synth around 52, count of buffers from port buffering 98, most instantiated logic cells after routing clkdlybuf4s50_1 (98), dfxtp_1 (66), ha_1 (31), a21oi_1 (29), Die Ht 89.6 um, synth top area cells dfxtp_1 (43%), ha_1 (13%), a21oi_1 (4.7%), layout cells sized above 1 0.0537, WL final 6790 um, largest net degree at the start of global routing 12, CTS Buf Count 9, Reg power frac 0.433, Chip Width 89.6 um, ys async rst share 0, DRC violations left 0, yosys warns 1, leakage power 0.00184 uW, dpl cells 493, vias in the first global route between 2000 and 2500, CP required roughly 17000 ps, Layout Cells excl Fill 509, minimum clock period 5490 ps, Via Count 2565, top-level I/O count 99, DR iter-0 viols between 70 and 80, Sw Ratio 0.256, FP Util 0.419, TritonCTS clock tree built, Root Buffer clkbuf_8, Max-Cap Viols 0, tool warnings 25, Max Buffers Root-to-Sink 2, row count 31, drt pass-1 iters 4, PD cells 99.5 nW/um2, core area 7330 um2, Slew @ Worst Pin 515 ps, slew margin rel. 0.648, Cell Area, Synth 3070 um2, fin crit share 0.331, ys cells 306, Syn Inst Count 306, final estimated routing congestion in global placement 0.837, Post-CTS Setup Repair Bufs 0, Clk network pwr share 0.297, global-route wire length before repair 11200 um, GRT Total Usage 0.183, Hold Path Class reg2reg, syn_area_per_cell approximately 10 um2, most numerous logic cell after layout clkdlybuf4s50_1, DR WL/cell 13.3 um, gr ovfl total 0, # hold bufs at CTS 0, Seq share, synth 0.430, CP Capture Type register, hpwl dp 5260 um, Gate Area approximately 1700 um2, n_diodes 0, Layout Skew 7.92 ps, post-synth top area cell dfxtp_1, setup TNS 0 ps, Yosys Chip Area 3070 um2, Crit Path Class in2reg, final setup fails 0, Fmax 0.182 GHz, initial antenna violation count 0, area delta synth->final 40.7%
-- sequential cells by signal, summed over array words and instances, names as in the netlist --
name and cells:
din_0_delay 32, dout_r 32, wren 1, wren_delay 1
-- area by class of cell --
| class | count | area share |
|---|---|---|
| Timing Repair Buffer | 98 | 0.227 |
| Sequential cell | 66 | 0.306 |
| Inverter | 6 | 0.00522 |
| Clock buffer | 11 | 0.0304 |
| Multi-Input combinational cell | 224 | 0.390 |
| Clock inverter | 5 | 0.0127 |
| Tap cell | 99 | 0.0287 |
-- cells in the mapped netlist, types with 3 or more instances --
master,n
a31oi_1,3
o21ai_0,7
ha_1,31
nor3_1,4
nand4_1,7
a21oi_1,29
nand2_1,19
nand3_1,10
a21o_1,19
o21ai_1,7
nor2_1,12
dfxtp_1,66
xor2_1,15
a211oi_1,3
o21bai_1,4
buf_2,4
inv_1,5
clkbuf_1,6
xnor2_1,13
-- worst max-delay path, stage by stage --
cell and delay (ps):
clkdlybuf4s50_1 400, ha_1 240, fa_1 410, a21o_1 220, a31o_1 260, nand2_1 70
o221ai_1 220, a311oi_1 320, o21bai_1 100, xor2_1 140
-- power by group through the flow --
stage / clock, uW / sequential [uW] / combinational (uW)
after CTS: 132 / 186 / 117
after global routing: 140 / 188 / 130
final: 127 / 186 / 116
-- stage by stage --
stage	power (uW)	setup WS, ps	instance area (um2)	utilization	hold WS (ps)
after global routing	457	10950	4320	0.589	338
final	429	11110	4320	0.589	329
after global placement	306	10760	4130	0.564	318
after CTS	436	11100	4320	0.589	334
after floorplan	243	11360	3070	-	310
after detailed placement	305	10750	4130	0.564	317
-- layer usage --
metal / share of wire / vias up / routed length (um) / track usage
met5: 0 / - / 0 / 0
li1: - / 1318 / - / -
met1: 0.48 / 1151 / 3280 / 0.271
met4: 0.013 / 0 / 86 / 0.0202
met2: 0.43 / 87 / 2920 / 0.291
met3: 0.074 / 9 / 501 / 0.0417
-- worst paths after layout --
path                                     start          to  slack, ps  cells past startpoint
worst max-delay path                  din_1[0]  dout_r[26]      11110                     10
worst min-delay path                      wren  wren_delay        330                      0
worst max register to register  din_0_delay[0]  dout_r[26]      14210                      9
worst min register to register            wren  wren_delay        330                      0
-- cells by family (layout without fill, tap and decap cells) --
logic type / after synthesis / after routing / synth area share
AND-OR/OR-AND: 97 / 97 / 0.226
adder cells (fa/ha/maj): 32 / 32 / 0.133
flip-flops: 66 / 66 / 0.430
multiplexers: 2 / 2 / 0.00652
XOR/XNOR: 28 / 28 / 0.0799
buffers and inverters: 16 / 120 / 0.0212
AND/OR/NAND/NOR: 65 / 65 / 0.103
No activity file was given, so power comes from the tool's default toggle rates.
