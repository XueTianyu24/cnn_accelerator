<file path="./run.sh">
#!/bin/bash
# OpenROAD 26Q1-2900-gdf79404cd8, Yosys 0.63+post, stock flow scripts
make -C /OpenROAD-flow-scripts/flow DESIGN_CONFIG=/design/flow/config.mk WORK_HOME=/design/flow/orfs finish
</file>
<file path="./config.mk">
export PLATFORM = sky130hd
export DESIGN_NAME = relu
export DESIGN_NICKNAME = relu
export VERILOG_FILES = /design/flow/design.v
export SDC_FILE = /design/flow/constraint.sdc
export NUM_CORES = 4
export LEC_CHECK = 1
export CORE_AREA = 10 10 73 73
export DIE_AREA = 0 0 83 83
</file>
<file path="./constraint.sdc">
current_design relu

set clk_period 1.0
set clk_io_pct 0.2

create_clock -name clk0 -period $clk_period [get_ports {clk}]

set non_clock_inputs [all_inputs -no_clocks]
set_input_delay [expr $clk_period * $clk_io_pct] -clock clk0 $non_clock_inputs
set_output_delay [expr $clk_period * $clk_io_pct] -clock clk0 [all_outputs]
</file>
<file path="./design.v">
module relu
(
    input clk,
    input signed [31:0] din,  
    input ivalid,
    input state,
    output reg ovalid,   
    output reg signed [7:0] dout
);
	reg wren;
	reg [31:0] dout_r;
	reg [31:0] dout_delay;
	always@(posedge clk)begin
		if(ivalid)
			wren <= 1'b1;
		else
			wren <= 1'b0;
	end
	always@(posedge clk)begin
		if(din[31])
			dout_r <= 0;
		else
			dout_r <= din;
	end
	always@(posedge clk)begin
		dout_delay <= dout_r;
	end
	always@(posedge clk)begin
		if(state)
			dout <= (dout_delay >>> 10);
		else
			dout <= (dout_r >>> 10); 
	end
	always@(posedge clk)begin
		ovalid <= wren;
	end
endmodule
</file>
==> impl_metrics.json <==
{
  "drcViolationCount": 0,
  "worstReg2RegStart": "dout_r[15]",
  "antenna_found_initial": 0,
  "ys_warn_count": 1,
  "tightest_slew_ns": 0.128,
  "cpMaxStageDelayCell": "dfxtp_2",
  "wl_met3_um": 131,
  "hold-path-endpoint": "ovalid",
  "clockRootBuffer": "clkbuf_8",
  "dr.max_layer_used": "met4",
  "synthTopCellsByArea": "dfxtp_1 (74%), mux2_4 (17%), nor2b_1 (7.1%), buf_6 (1.6%)",
  "setup_violations": 0,
  "io_pins": 44,
  "syn-instance-count": 43,
  "overflow": 0,
  "grt_pass1_wl_mm": 1.75,
  "reg2reg_setup_slack_ns": 0.32,
  "critical_path_class": "reg -> out",
  "reg2reg_to": "dout[5]",
  "grt_setup_unrepaired": "no",
  "crit_family": "flip-flops",
  "numCtsBuffers": 3,
  "wl_met1_um": 471,
  "vias": 355,
  "die_h_um": 83,
  "path_buffers": 1,
  "finClkSkew_ns": 0.000341,
  "viasPerCell": 3.06,
  "largest_area_cell": "dfxtp_1",
  "htreeDepth": 1,
  "crit_path_start_kind": "flop",
  "cts_tree": "built",
  "hold_path.class": "reg -> reg",
  "slew_viol_final": 0,
  "hp-start": "wren",
  "grt_start_max_net_pins": 15,
  "ys_types": 4,
  "finalWorstPathRequiredPeriod_ns": 0.941,
  "finish.utilization_pct": 27.6,
  "die_x_um": 83,
  "ant_nets": 0,
  "clockBufferDepth": 2,
  "gp_congestion": 0.659,
  "syn_area_um2": 702,
  "postSynthSeqShare_pct": 74.2,
  "yosysChipArea_um2": 702,
  "routed-wl-met2_um": 382,
  "dp_slack_ns": -0.267,
  "r2r_cells": 1,
  "vdd_drop_max_mv": 0.445,
  "cp_cell_sequence": "clkdlybuf4s15_1",
  "slowest_delay_ns": 0.32,
  "maxCapViolCount": 0,
  "power.leakage_nw": 0.436,
  "fmax_ghz": 1.06,
  "fin_tns_setup_ns": 0,
  "syn_avg_cell_area_um2": 16.3,
  "hold_depth": 0,
  "clock_latency_ns": 0.26,
  "clock-sinks": 26,
  "required_ns": 0.80,
  "power.density_nw_per_um2": 1830,
  "io_buffers": 20,
  "cp_max_fo": 1,
  "firstDrtPassIters": 2,
  "ys_cells": 43,
  "grt_usage_pct": 2.94,
  "hold_viol_final": 0,
  "period_used_pct": 94.1,
  "rows": 22,
  "core_area_um2": 3740,
  "die_area_um2": 6890,
  "arrival_ns": 0.74,
  "worst_slack_ns": 0.0594,
  "postCtsSetupBuffers": 0,
  "post-synth-top-area-fraction_pct": 74.2,
  "floorplan.core_util_pct": 18.7,
  "grt_pass1_vias": 407,
  "syn2layout_area_growth_pct": 47.2,
  "hold_ws_ns": 0.332,
  "status": "finished, final reports clean",
  "critPathCaptureType": "output port",
  "num_antenna_cells": 0,
  "slew_headroom_pct": 91.4,
  "clk_pin_slew_ns": 0.08,
  "warning_count": 48,
  "detail_route.wl_per_cell_um": 8.85,
  "layout-drive-gt1-share_pct": 25.0,
  "dp.cells": 112,
  "wl_mm": 1.03,
  "finalNonFillerCells": 116,
  "initialDrtViolationCount": 7,
  "ys_ff": 26
}
layout by cell type, fill, tap and decap left out:
master	n
dfxtp_1	24
clkdlybuf4s50_1	10
mux2_4	8
nor2b_1	8
clkdlybuf4s15_1	8
clkbuf_8	4
dfxtp_2	2
dlymetal6s2s_1	1
clkbuf_2	1
buf_4	1
buf_12	1
area by class of cell:
type	count	area, µm²
clock buffer	4	55.1
timing repair buffer	22	225
tap	48	60.1
sequential	26	523
fill	402	2710
multi-input combinational	16	170
worst max path at each step:
stage,start,to,slack (ns),cells after the start
6_report,dout[5],dout[5],0.06,1
5_1_grt,dout[5],dout[5],0.00004,1
4_1_cts,ovalid,ovalid,0.00009,1
synthesized netlist by cell type:
cell,instances
buf_6,1
nor2b_1,8
dfxtp_1,26
mux2_4,8
registers in the layout (all words and copies together) (netlist names):
register,cells
dout,8
dout_delay,8
dout_r,8
ovalid,1
wren,1
kinds of logic after synthesis:
family                 count (synthesis)  synth area share (%)
DFF                                   26                  74.2
and+or+nand+nor                        8                  7.13
buffers and inverters                  1                  1.60
muxes                                  8                  17.1
power by group:
| group | switching [W] | internal, W | leakage, nW | total (W) |
|---|---|---|---|---|
| combinational | 0.0000297 | 0.000116 | 0.190 | 0.000146 |
| sequential | 0.0000168 | 0.00110 | 0.217 | 0.00111 |
| clock | 0.000282 | 0.000351 | 0.0288 | 0.000633 |
| total | 0.000329 | 0.00156 | 0.436 | 0.00189 |
metal layers:
metal  GRT usage, %  vias to the layer above
met4           1.23                        0
li1               -                      186
met2           4.19                       19
met3           1.67                        4
met1           3.52                      146
met5              0                        -
timing repair:
item	in CTS	in global routing
hold buffers	0	0
resized	15	7
endpoints found under the setup margin	9	13
metrics by stage:
stage	instance area, µm²	power, W
floorplan	702	0.00119
global placement	978	0.00130
detailed placement	978	0.00130
CTS	1030	0.00193
global route	1030	0.00199
finish	1030	0.00189
No activity file was given, so power comes from the tool's default toggle rates.
