File: ./run.sh
#!/bin/bash
# OpenROAD 26Q1-2900-gdf79404cd8, Yosys 0.63+post, stock flow scripts
make -C /OpenROAD-flow-scripts/flow DESIGN_CONFIG=/design/flow/config.mk WORK_HOME=/design/flow/orfs finish
File: ./config.mk
export PLATFORM = sky130hd
export DESIGN_NAME = maxpooling
export DESIGN_NICKNAME = maxpooling
export VERILOG_FILES = /design/flow/design.v
export SDC_FILE = /design/flow/constraint.sdc
export NUM_CORES = 4
export LEC_CHECK = 1
export CORE_UTILIZATION = 30
File: ./constraint.sdc
current_design maxpooling

set clk_period 11.3
set clk_io_pct 0.2

create_clock -name clk0 -period $clk_period [get_ports {clk}]

set non_clock_inputs [all_inputs -no_clocks]
set_input_delay [expr $clk_period * $clk_io_pct] -clock clk0 $non_clock_inputs
set_output_delay [expr $clk_period * $clk_io_pct] -clock clk0 [all_outputs]
File: ./design.v
module maxpooling
(
    input  clk,
    input  rstn,
    input  ivalid,       
    input  state,        
    input  [7:0] din,    
    output ovalid,       
    output [7:0] dout    
);
	reg [7:0] data [0:23];   
	reg [6:0] ptr;           
	reg cnt;                 
	reg [7:0] data_reg_0;    
	reg [7:0] data_reg_1;    
	reg [7:0] dout_r;        
	always@(posedge clk)begin
		if(!rstn)
			ptr <= 7'b0000000;
		else
			case(state)
				1'b0:begin
					if(ptr == 7'd48-1)  
						ptr <= 7'd0;
					else 
						if(!ivalid)
							ptr <= ptr;
						else
							ptr <= ptr + 7'd1;
					end
				1'b1:begin
					if(ptr == 7'd16-1)  
						ptr <= 7'd0;
					else 
						if(!ivalid)
							ptr <= ptr;
						else
							ptr <= ptr + 7'd1;
					end               
			endcase
	end
	always@(posedge clk or negedge rstn)begin
	if(!rstn)
		cnt <= 0;
	else
		case(state)
			1'b0:begin
					if(ptr < 7'd25 - 1)  
						cnt <= 0;
					else
						if(ivalid)
							cnt <= cnt + 1'b1;
						else
							cnt <= cnt;
				end
			1'b1:begin
					if(ptr <= 7'd7)
						cnt <= 0;
					else
						if(ivalid)
							cnt <= cnt + 1'b1;
						else
							cnt <= cnt;
				end
		endcase
	end
	always@(posedge clk)
	begin
		case(state)
		1'b0:begin
			if(ptr <= 7'd24 && ivalid) 
				data[ptr] <= din;
			end
		1'b1:begin
			if(ptr <= 7'd8 && ivalid) 
				data[ptr] <= din;
			end          
		endcase   
	end
	always@(posedge clk)
	begin
		case({state,cnt})  
		2'b00:begin
			if(ptr >= 7'd24)
			begin
				if(din>data[ptr-7'd24])
					data_reg_0 <= din;
				else
					data_reg_0 <= data[ptr-7'd24];
			end
			else
				data_reg_0 <= 0;
			end
		2'b01:begin
			if(ptr >= 7'd24)
			begin
				if(din>data[ptr-7'd24])
					data_reg_1 <= din;
				else
					data_reg_1 <= data[ptr-7'd24];
			end
			else
				data_reg_1 <= 0;
			end
		2'b10:begin
			if(ptr >= 7'd9)
			begin
				if(din>data[ptr-7'd9])
					data_reg_0 <= din;
				else
					data_reg_0 <= data[ptr-7'd9];
			end
			else
				data_reg_0 <= 0;
			end
		2'b11:begin
			if(ptr >= 7'd9)
			begin
				if(din>data[ptr-7'd9])
					data_reg_1 <= din;
				else
					data_reg_1 <= data[ptr-7'd9];
			end
			else
				data_reg_1 <= 0;
			end 
		default:begin
				data_reg_1 <= 0; 
				data_reg_0 <= 0;
				end         
		endcase
	end
	reg cnt_d;
	always@(posedge clk)begin
		if(!rstn)
			cnt_d <= 0;
		else
			cnt_d <= cnt;
	end
	assign ovalid = ~cnt && cnt_d;  
	assign dout   = data_reg_1 > data_reg_0 ? data_reg_1 : data_reg_0;
endmodule
==> results.yml <==
# synthesis and place-and-route metrics
clock_tree:
  cts_post_setup_buffers_inserted: 0
  cts_resized: 0
  clk_latency_ns: 0.51
  clock_sinks: 217
  cts_tree: "built"
  clockBufferDepth: 3
  htreeDepth: 1
  cts.clk_slew.worst_paths_ns: 0.06
  clock-root-buffer: "clkbuf_16"
  holdBufCountCts: 0
  cts_buffers: 23
synthesis:
  ys.flop_type: "edfxtp_1"
  synth.top_cell.area_share_pct: 64.10
  ys_ff: 217
  synth_area_sq_um: 9744
  yosys_cells: 757
  netlist_instances: 757
  synth_cell_types: 55
  ys_seq_share_pct: 66.00
  synth-async-reset-ratio_pct: 0.4608
  syn_area_per_cell_sq_um: 12.87
  top_area_cell: "edfxtp_1"
  area_leaders: "edfxtp_1 64%, nand2_1 6.3%, ha_1 3.3%"
  yosys_warnings: 2
  synthTopCellsByCount: "208 x edfxtp_1, 164 x nand2_1, 56 x nand3_1"
  edf_count: 208
  yosysMostFrequentCell: "edfxtp_1"
  yosys_area_sq_um: 9744
timing:
  fin_tns_setup_ns: 0
  slew_headroom_pct: 37.57
  rsz0062_at_grt: "no"
  finalSetupViolCount: 0
  drv_slew: 0
  period_used_pct: 59.92
  max_freq_ghz: 0.1477
  finalHoldViolCount: 0
  clock_skew_ns: 0.006397
  layout_min_cycle_time_ns: 6.771
  worstMarginPinSlew_ns: 0.9331
placement:
  gp_congestion: 0.8589
  dp_hpwl_um: 14160
  portBuffers: 20
critical_path:
  worstPathArrival_ns: 7.15
  worstPathMaxFanout: 55
  end_kind: "register"
  critPathKind: "input port to register"
  start_kind: "input port"
  cp.required_ns: 11.68
finish:
  drive_above_1_share_pct: 10.71
  fin_util_pct: 35.15
  area_growth_pct: 14.41
  n_fill_cell: 3015
floorplanning:
  num_io_pins: 21
  die_w_um: 182.2
  die_area_sq_um: 33210
  fp_util_pct: 30.72
  core_sq_um: 31720
  fp-row-count: 65
  dieHeight_um: 182.2
power_and_ir_drop:
  ir_drop_mv: 0.09284
  leakagePower_nw: 3.874
  power_mw: 1.909
  power_density_nw_per_um2: 171.3
detailed_routing:
  drt_iter0_drc: 386
  routed-via-count: 6058
  vias_per_cell: 5.027
  drc: 0
  avgRoutedWirePerCell_um: 18.85
  totalWireLength_um: 22710
  diodes: 0
  dr.pass1.iters: 7
  ant_nets: 0
hold_path:
  hp-class: "register to register"
run_status:
  run_status: "finished, final reports clean"
global_route:
  overflow: 0
  grt_max_degree: 56
  antenna_found_initial: 0
  grt_pass1_vias: 6102
  track_usage_pct: 14.87
  grt_pass1_wl_um: 35550
run:
  log.warning_count: 33
  maxCapViolCount: 0
-- per-layer routing --
layer,track usage [%],vias to the layer above,part of all wire (%)
met5,0,-,0
li1,-,2888,-
met1,20.24,2913,41
met2,22.34,229,46
met3,7.528,28,11
met4,2.891,0,2.0
-- cells by family after synthesis --
logic type	share of synthesized area (%)
mux	5.046
fa+ha+maj	3.338
xor+xnor	0.7191
compound gates	8.243
simple gates	13.62
buf+inv	3.030
flops	66.00
-- placed cells by master (no fill, tap or decap), types with 6 or more instances in the layout --
| master | netlist | layout |
|---|---|---|
| edfxtp_1 | 208 | 208 |
| inv_1 | 25 | 25 |
| buf_4 | 4 | 18 |
| clkdlybuf4s50_1 | 0 | 20 |
| mux2i_1 | 30 | 30 |
| nand3_1 | 56 | 56 |
| nor2_1 | 38 | 38 |
| dfxtp_1 | 8 | 8 |
| xnor2_1 | 7 | 7 |
| ha_1 | 26 | 26 |
| clkbuf_16 | 0 | 23 |
| a32oi_1 | 20 | 20 |
| a31oi_1 | 10 | 10 |
| a21oi_1 | 14 | 14 |
| a211oi_2 | 6 | 6 |
| o21ai_0 | 11 | 11 |
| nand4_1 | 12 | 12 |
| nand2_1 | 164 | 164 |
| clkinv_2 | 0 | 7 |
| mux2_2 | 9 | 9 |
| a22o_1 | 14 | 14 |
-- path summary, 6_finish.rpt --
kind	start	slack [ns]	cells after the start	to
max	state	4.53	18	data_reg_1[1]$_DFFE_PP_
min	ptr[6]$_SDFF_PN0_	0.62	2	ptr[6]$_SDFF_PN0_
max reg2reg	ptr[3]$_SDFF_PN0_	5.98	18	data_reg_1[1]$_DFFE_PP_
min reg2reg	ptr[6]$_SDFF_PN0_	0.62	2	ptr[6]$_SDFF_PN0_
max in group asynchronous	rstn	9.26	1	cnt$_DFF_PN0_
min in group asynchronous	rstn	1.91	1	cnt$_DFF_PN0_
-- critical path, cell delays in order --
cell and delay, ns:
clkdlybuf4s50_1 0.74, or2_2 0.24, o211a_4 0.47, buf_4 0.63, mux2i_1 0.16, a32oi_1 0.21, a31oi_1 0.18, a211oi_2 0.44
inv_1 0.09, ha_1 0.29, nor2b_1 0.12, o21ai_0 0.08, nand2b_1 0.08, a21oi_1 0.06, o21ai_0 0.28, nand2_1 0.18
nor2_1 0.42, a22o_1 0.21
-- report_power, final --
group          total [mW]  internal [mW]  leakage, nW  switching, mW
combinational       0.266         0.0956         1.52          0.170
clock               0.743          0.441        0.367          0.302
sequential          0.901          0.893         1.98        0.00731
-- through the flow --
| step | hold slack, ns | setup slack (ns) | area, sq um | std cells |
|---|---|---|---|---|
| after floorplan | 0.5501 | 6.033 | 9744 | 757 |
| after global placement | 0.6107 | 4.110 | 10400 | 1163 |
| after detailed placement | 0.6168 | 4.046 | 10400 | 1163 |
| after CTS | 0.6269 | 4.563 | 11150 | 1205 |
| after global routing | 0.6836 | 4.153 | 11150 | 1205 |
| final | 0.6159 | 4.529 | 11150 | 1205 |
-- flip-flops by register name, summed over array words and instances, names as in the netlist --
name,cells
ptr,7
cnt,1
data_reg_1,8
cnt_d,1
data,192
data_reg_0,8
-- cell type report --
cell class / count / area [sq um] / share of cell area (%)
Sequential cell: 217 / 6431 / 57.69
Multi-Input combinational cell: 480 / 3034 / 27.22
Clock buffer: 24 / 579.3 / 5.196
Tap cell: 402 / 503.0 / 4.512
Timing Repair Buffer: 38 / 335.3 / 3.008
Clock inverter: 18 / 167.7 / 1.504
Inverter: 26 / 97.59 / 0.8754
Power is estimated from default activity; no workload was simulated.
