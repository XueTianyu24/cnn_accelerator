## flow/design.v

```verilog
module FIFO_fmap
( 	
    input  clk,
	input  rstn,
	input  [7:0] din,
	input  wr_en,
	input  rd_en,
	input  rd_rst,
	output empty,
	output full,
	output [7:0] dout
);
	reg [7:0] rd_ptr, wr_ptr;
	reg [7:0] mem [0:149]; 
	reg [7:0] dout_r;
	integer i;
	assign empty = (wr_ptr == rd_ptr);
	assign full  = ((wr_ptr - rd_ptr) == 8'd150);
	reg wr_en_delay;
	always@(posedge clk)begin
		if(!rstn)
			wr_en_delay <= 0;
		else
			wr_en_delay <= wr_en;
	end
	always @(posedge clk or negedge rstn)begin
		if(!rstn)
			dout_r <= 0;
		else if(rd_en && !empty)
			dout_r <= mem[rd_ptr];
	end
	always @(posedge clk) 
	begin
	if(rstn && wr_en_delay && !full)
		mem[wr_ptr] <= din;
	end
	always @(posedge clk or negedge rstn) 
	begin
		if(!rstn) 
			wr_ptr <= 0;
		else if(!full && wr_en_delay) 
			wr_ptr <= wr_ptr + 1;
	end
	always @(posedge clk or negedge rstn) 
	begin
		if(!rstn)
			rd_ptr <= 0;
		else
			if(rd_rst)	
				rd_ptr <= 0;
			else if(!empty && rd_en) 
				rd_ptr <= rd_ptr + 1;
		end
	assign dout = dout_r;
endmodule 
```

## flow/run.sh

```bash
#!/bin/bash
# OpenROAD 26Q1-2900-gdf79404cd8, Yosys 0.63+post, stock flow scripts
make -C /OpenROAD-flow-scripts/flow DESIGN_CONFIG=/design/flow/config.mk WORK_HOME=/design/flow/orfs finish
```

## flow/config.mk

```make
export PLATFORM = sky130hd
export DESIGN_NAME = FIFO_fmap
export DESIGN_NICKNAME = FIFO_fmap
export VERILOG_FILES = /design/flow/design.v
export SDC_FILE = /design/flow/constraint.sdc
export NUM_CORES = 4
export LEC_CHECK = 1
export CORE_UTILIZATION = 30
```

## flow/constraint.sdc

```tcl
current_design FIFO_fmap

set clk_period 18.6
set clk_io_pct 0.2

create_clock -name clk0 -period $clk_period [get_ports {clk}]

set non_clock_inputs [all_inputs -no_clocks]
set_input_delay [expr $clk_period * $clk_io_pct] -clock clk0 $non_clock_inputs
set_output_delay [expr $clk_period * $clk_io_pct] -clock clk0 [all_outputs]
```

==> metrics.txt <==
# HELP chip_impl_metric Synthesis and place-and-route metrics
# TYPE chip_impl_metric gauge
chip_impl_metric{name="timing.final.setup_violations",unit=""} 0
chip_impl_info{name="hold_path.class",value="register to register"} 1
chip_impl_metric{name="htree_levels",unit=""} 4
chip_impl_metric{name="grt.total_usage",unit="%"} 15.53
chip_impl_metric{name="layout-drive-gt1-share",unit="%"} 22.92
chip_impl_metric{name="clk_pin_slew_worst_paths",unit="ns"} 0.06
chip_impl_metric{name="grt_pass1_wl",unit="mm"} 172.4
chip_impl_metric{name="max_cap_violations",unit=""} 0
chip_impl_info{name="worstPathCellList",value="inv_1, ha_1, a21o_1, a21oi_1, xnor2_2, buf_4, nor2_1, clkdlybuf4s50_1"} 1
chip_impl_metric{name="initial_antenna_violation_count",unit=""} 3
chip_impl_metric{name="yosys.stat.chipArea",unit="mm2"} 0.04836
chip_impl_metric{name="grt_remaining_overflow",unit=""} 0
chip_impl_metric{name="final-max-slew-violation-count",unit=""} 0
chip_impl_metric{name="clk_latency",unit="ns"} 0.74
chip_impl_metric{name="post_cts_resize_count",unit=""} 0
chip_impl_info{name="slowest_stage",value="sky130_fd_sc_hd__dfrtp_1"} 1
chip_impl_metric{name="die_w",unit="um"} 403.5
chip_impl_info{name="worst_r2r_endpoint",value="dout_r[4]"} 1
chip_impl_metric{name="placementRows",unit=""} 146
chip_impl_info{name="netlist.top_cell.by_area",value="sky130_fd_sc_hd__edfxtp_1"} 1
chip_impl_metric{name="tool_warnings",unit=""} 29
chip_impl_metric{name="syn-instance-count",unit=""} 2373
chip_impl_info{name="cp-endpoint",value="full"} 1
chip_impl_metric{name="drt_first_iter_violations",unit=""} 1531
chip_impl_info{name="cp-start-kind",value="register"} 1
chip_impl_info{name="most_used_logic_cell_in_the_final_layout",value="sky130_fd_sc_hd__edfxtp_1"} 1
chip_impl_metric{name="critical-path-max-stage-delay",unit="ns"} 0.85
chip_impl_info{name="cp-startpoint",value="rd_ptr[5]"} 1
chip_impl_metric{name="synth-warning-count",unit=""} 1
chip_impl_metric{name="fin_skew",unit="ns"} 0.03317
chip_impl_metric{name="design_power_total",unit="mW"} 6.538
chip_impl_metric{name="finalWeightedCongestion",unit=""} 0.9631
chip_impl_metric{name="numCtsBuffers",unit=""} 130
chip_impl_metric{name="route.antenna.remaining_nets",unit=""} 0
chip_impl_metric{name="setup-tns-final",unit="ns"} 0
chip_impl_metric{name="worstPathRequired",unit="ns"} 14.88
chip_impl_metric{name="fraction_of_the_core_area_occupied_by_cells_at_floorplan",unit="%"} 30.39
chip_impl_metric{name="crit_path_max_fanout",unit=""} 21
chip_impl_metric{name="ys_types",unit=""} 54
chip_impl_metric{name="count_of_flip_flops_with_a_built_in_enable_after_synthesis",unit=""} 1200
chip_impl_metric{name="die_h",unit="um"} 403.5
chip_impl_info{name="timing.rr.start",value="rd_ptr[2]"} 1
chip_impl_metric{name="max-slew-margin-rel",unit="%"} 30.00
chip_impl_metric{name="cts_max_path_buffers",unit=""} 3
chip_impl_metric{name="n_fill_cell",unit=""} 14530
chip_impl_metric{name="timing.reg2reg.setup_slack",unit="ns"} 14.06
chip_impl_metric{name="vias_per_cell",unit=""} 4.936
chip_impl_metric{name="timing.fmax",unit="GHz"} 0.1291
chip_impl_metric{name="drc",unit=""} 0
chip_impl_metric{name="grt_start_max_net_pins",unit=""} 81
chip_impl_metric{name="core_area",unit="mm2"} 0.1591
chip_impl_metric{name="number_of_buffers_added_to_fix_hold_violations_after_cts",unit=""} 0
chip_impl_metric{name="cts.sink_count",unit=""} 1225
chip_impl_info{name="critPathKind",value="register to output pin"} 1
chip_impl_metric{name="chip_area",unit="mm2"} 0.1628
chip_impl_metric{name="worst-slew-pin-transition",unit="ns"} 1.024
chip_impl_metric{name="layout_worst_path_cycle_share",unit="%"} 41.63
chip_impl_metric{name="detailedPlacementHpwl",unit="mm"} 71.84
chip_impl_metric{name="synth.avg_cell_area",unit="um2"} 20.38
chip_impl_metric{name="period_minus_slack",unit="ns"} 7.744
chip_impl_metric{name="synth.ff_latch_count",unit=""} 1225
chip_impl_metric{name="postSynth.asyncResetShare",unit="%"} 1.959
chip_impl_metric{name="total_leakage_power",unit="nW"} 16.90
chip_impl_metric{name="io-pin-count",unit=""} 23
chip_impl_info{name="synth.area.top_cells",value="sky130_fd_sc_hd__edfxtp_1 75%, sky130_fd_sc_hd__mux4_2 12%, sky130_fd_sc_hd__mux2i_1 3.1%"} 1
chip_impl_metric{name="crit_arrival",unit="ns"} 4.02
chip_impl_metric{name="cell_count_in_the_yosys_report",unit=""} 2373
chip_impl_metric{name="flow.area_growth_from_synthesis",unit="%"} 14.39
chip_impl_info{name="worst_setup_path_end_kind",value="output pin"} 1
chip_impl_metric{name="place.port_buffers",unit=""} 22
chip_impl_info{name="rsz0062_at_grt",value="false"} 1
chip_impl_metric{name="post-cts-setup-buffer-count",unit=""} 0
chip_impl_metric{name="reg2reg_depth",unit=""} 7
chip_impl_metric{name="post_drt_wl_per_cell",unit="um"} 24.66
chip_impl_metric{name="detailedRoute.firstPassIterationCount",unit=""} 5
chip_impl_info{name="outcome",value="completed"} 1
chip_impl_metric{name="number_of_global_route_vias_before_repair",unit=""} 25630
chip_impl_metric{name="drt_wl_total",unit="mm"} 116.4
chip_impl_metric{name="powerDensity",unit="mW/mm2"} 118.2
chip_impl_metric{name="post_synth_design_cell_area",unit="mm2"} 0.04836
chip_impl_metric{name="vdd_ir_drop_max",unit="V"} 0.00009825
chip_impl_info{name="cts_root_buffer",value="sky130_fd_sc_hd__clkbuf_16"} 1
chip_impl_metric{name="netlist.area_leader.share",unit="%"} 74.51
chip_impl_info{name="cts_tree",value="built"} 1
chip_impl_metric{name="detailroute.via_count",unit=""} 23310
chip_impl_metric{name="final_hold_viol_count",unit=""} 0
chip_impl_metric{name="ys_seq_share",unit="%"} 75.80
chip_impl_info{name="yosys_most_used_dff",value="sky130_fd_sc_hd__edfxtp_1"} 1
chip_impl_info{name="layout.cells.most_common_list",value="1,200 x sky130_fd_sc_hd__edfxtp_1, 256 x sky130_fd_sc_hd__mux4_2, 161 x sky130_fd_sc_hd__nor2_1"} 1
==> how the worst min path moves through the flow <==
stage	startpoint	end	depth (start not counted)
final	wr_ptr[3]	wr_ptr[3]	1
after global routing	wr_ptr[2]	wr_ptr[2]	1
after CTS	wr_ptr[3]	wr_ptr[3]	1
==> per-stage QoR <==
stage	std cells	setup WS (ns)	util, %	instance area [um2]	hold WS, ns
detailed placement	4493	11.65	32.22	51260	0.5646
CTS	4720	10.82	34.77	55320	0.5654
global placement	4493	11.65	32.22	51260	0.5491
finish	4721	10.86	34.77	55320	0.5662
floorplan	2373	12.23	-	48360	0.5130
global route	4720	10.72	34.77	55320	0.6101
==> area by class of cell <==
class | instances | area (um2) | area share, %
diodes | 1 | 2.502 | 0.004524
clock buffers | 165 | 3458 | 6.252
clock inverters | 62 | 594.3 | 1.074
inverters | 12 | 45.04 | 0.08143
multi-input cells | 998 | 10960 | 19.80
flip-flops and latches | 1225 | 36670 | 66.28
well taps | 2146 | 2685 | 4.854
repair buffers | 112 | 910.9 | 1.647
==> worst max-delay path: cells and delay by family, from the launching register on <==
kind	cells	cell delay [ns]
AOI/OAI and AO/OA	2	0.41
buffers and inverters	3	1.01
xor gates and xnor gates	1	0.09
and+or+nand+nor	1	0.51
adders and majority gates	1	0.40
DFF	1	0.85
==> power breakdown <==
| part | switching (mW) | internal (mW) | total [mW] |
|---|---|---|---|
| clock | 1.05 | 1.40 | 2.44 |
| sequential | 0.0446 | 3.06 | 3.10 |
| combinational | 0.595 | 0.398 | 0.993 |
==> synth_stat cells, types with 13 or more instances <==
cell type and count:
sky130_fd_sc_hd__edfxtp_1 1200, sky130_fd_sc_hd__mux4_2 256, sky130_fd_sc_hd__nor2_1 161, sky130_fd_sc_hd__mux2i_1 148, sky130_fd_sc_hd__nand2_1 59, sky130_fd_sc_hd__clkbuf_1 47, sky130_fd_sc_hd__o22ai_1 35, sky130_fd_sc_hd__a21oi_1 31
sky130_fd_sc_hd__buf_2 30, sky130_fd_sc_hd__nor4_1 29, sky130_fd_sc_hd__mux2_2 27, sky130_fd_sc_hd__buf_6 26, sky130_fd_sc_hd__o21ai_0 25, sky130_fd_sc_hd__dfrtp_1 24, sky130_fd_sc_hd__buf_1 21, sky130_fd_sc_hd__a211oi_1 18
sky130_fd_sc_hd__nand3_1 17, sky130_fd_sc_hd__o211ai_1 16, sky130_fd_sc_hd__buf_4 14, sky130_fd_sc_hd__nor2b_1 14, sky130_fd_sc_hd__o221ai_1 13, sky130_fd_sc_hd__xnor2_1 13
==> sequential cells by signal, summed over array words and instances (netlist names) <==
| register | count |
|---|---|
| mem | 1200 |
| wr_ptr | 8 |
| dout_r | 8 |
| rd_ptr | 8 |
| wr_en_delay | 1 |
==> cells by family after synthesis <==
group	share of synthesized area, %
and+or+nand+nor	2.794
buffers and inverters	1.754
adders and majority gates	0.3105
muxes	15.66
DFF	75.80
AOI/OAI and AO/OA	3.340
xor gates and xnor gates	0.3415
==> metal layers <==
metal / part of all wire [%] / vias up / global-route usage, %
met5: 0.26 / - / 1.100
met4: 3.0 / 14 / 3.916
met3: 15 / 197 / 10.85
met2: 46 / 1328 / 22.46
met1: 36 / 11710 / 19.28
li1: - / 10050 / -
Power is estimated from default activity; no workload was simulated.
