==> flow/design.v <==
module window   
(
    input  clk,
    input  rstn,
    input  start,        
    input  state,                   
    input  [7:0]  din,  
    output [39:0] taps   
);
	integer i;
	reg [7:0] mem [0:139];
	always@(posedge clk)begin
		if(start)
			begin
			   mem[0] <= din;           
			   for(i=0;i<139;i=i+1)  
			   	  mem[i+1] <= mem[i];
			end
	end
	assign taps = (!state)?{mem[139],mem[111],mem[83],mem[55],mem[27]}:{mem[59],mem[47],mem[35],mem[23],mem[11]};
endmodule
==> flow/run.sh <==
#!/bin/bash
# OpenROAD 26Q1-2900-gdf79404cd8, Yosys 0.63+post, stock flow scripts
make -C /OpenROAD-flow-scripts/flow DESIGN_CONFIG=/design/flow/config.mk WORK_HOME=/design/flow/orfs finish
==> flow/config.mk <==
export PLATFORM = sky130hd
export DESIGN_NAME = window
export DESIGN_NICKNAME = window
export VERILOG_FILES = /design/flow/design.v
export SDC_FILE = /design/flow/constraint.sdc
export NUM_CORES = 4
export LEC_CHECK = 1
export CORE_UTILIZATION = 40
==> flow/constraint.sdc <==
current_design window

set clk_period 1.2
set clk_io_pct 0.2

create_clock -name clk0 -period $clk_period [get_ports {clk}]

set non_clock_inputs [all_inputs -no_clocks]
set_input_delay [expr $clk_period * $clk_io_pct] -clock clk0 $non_clock_inputs
set_output_delay [expr $clk_period * $clk_io_pct] -clock clk0 [all_outputs]
==> results.py <==
# Synthesis and PnR figures
metrics = {
    "status": {
        "outcome": "complete, but fails checks",
        "violations": "negative setup slack",
    },
    "routing": {
        "viasPerCell": 4.35,
        "drt_pass1_iterations": 4,
        "drcViolationCount": 0,
        "drt_iter0_drc": 611,
        "post_drt_wl_per_cell_um": 14.9,
        "drt_wl_total_um": 39900,
        "antenna_left": 0,
        "dr_total_vias": 11680,
        "num_antenna_cells": 0,
    },
    "final_timing": {
        "clock.fmax_ghz": 0.565,
        "setup-violations-final": 40,
        "rsz0062_at_grt": "yes",
        "maxSlewViolCount": 0,
        "slew_headroom_pct": 80.8,
        "tns_ns": -19.48,
        "hold_viol": 0,
        "fin_crit_ns": 1.77,
        "finalCritPeriodShare_pct": 147,
        "worstMarginPinSlew_ns": 0.288,
        "skew_ns": 0.0310,
        "setup_ws_ns": -0.570,
    },
    "setup_path": {
        "ff2ff_setup_slack_ns": 0.15,
        "cp.arrival_ns": 1.53,
        "startpoint_type": "register",
        "crit_fanout": 2,
        "end_kind": "primary output",
        "crit_required_ns": 0.96,
        "path_class": "reg -> out",
    },
    "logic_synthesis": {
        "syn_area_per_cell_um2": 29.3,
        "synth.distinct_cells": 3,
        "ys_ff": 1120,
        "syn_inst": 1164,
        "yosysSeqAreaShare_pct": 98.5,
        "yosys_warnings": 2,
        "yosys_area_um2": 34100,
        "yosys-stat-cells": 1164,
        "synth_area_um2": 34100,
    },
    "power_and_ir_drop": {
        "power_w": 0.0808,
        "power.internal_w": 0.0655,
        "clkPwrFrac_pct": 40.9,
        "powerDensity_nw_per_um2": 1970,
        "power_frac_seq_pct": 57.1,
        "combPwrFrac_pct": 2.0,
        "switching_share_pct": 19.0,
        "peakVddDrop_mv": 1.14,
        "p_sw_w": 0.0153,
        "p_leak_nw": 14.1,
    },
    "clock_tree": {
        "clkTransAtPathRegs_ns": 0.06,
        "worstSkewPairLatency_ns": 0.66,
        "cts_tree": "built",
        "clockRootBuffer": "clkbuf_16",
        "cts.sinks": 1120,
        "clk_path_buf_depth": 3,
        "htreeDepth": 3,
        "cts_buffers": 108,
    },
    "floorplanning": {
        "core_area_um2": 84100,
        "die_h_um": 294,
        "die_x_um": 294,
        "initial_core_util_pct": 40.6,
        "die_area_um2": 86500,
        "placementRows": 106,
        "io_pins": 52,
    },
    "placement": {
        "gp_congestion": 0.751,
        "dp_hpwl_um": 19200,
        "io_buffers": 50,
    },
    "global_route": {
        "grt_pass1_wl_um": 64200,
        "use_met3_pct": 7.70,
        "antenna_found_initial": 0,
        "grt_use_met1_pct": 18.4,
        "grt_max_degree": 50,
        "grt_overflow": 0,
        "first_global_vias": 12062,
        "grt_use_total_pct": 10.5,
        "grt_use_met2_pct": 11.6,
        "busiest_layer": "met1",
    },
    "layout": {
        "lay_top_cells": "edfxtp_1 (1120), clkbuf_16 (108), buf_4 (103)",
        "largest_reg_flops": 1120,
        "seq_area_um2": 33600,
        "largest-register": "mem",
        "syn2layout_area_growth_pct": 20.4,
        "fillers": 6518,
        "comb_area_um2": 601,
        "top_regs": "mem (1120)",
        "drive_above_1_share_pct": 24.7,
        "final_layout_top_logic_cell": "edfxtp_1",
    },
    "job": {
        "warnings": 29,
        "drv_cap": 0,
    },
    "hold_path": {
        "holdCritPathClass": "in -> reg",
    },
}
-- critical path, cell delays in order (launching register included) --
cell,delay [ns]
edfxtp_1,0.48
mux2_4,0.30
buf_2,0.11
-- stage by stage --
stage / instance area, um2 / hold slack [ns] / instances / utilization, % / worst slack, ns
2_1_floorplan: 34100 / 0.339 / 1164 / - / 0.303
3_3_place_gp: 37300 / 0.400 / 2453 / 44.4 / -0.415
3_5_place_dp: 37300 / 0.405 / 2453 / 44.4 / -0.420
4_1_cts: 41000 / 0.0458 / 2678 / 48.7 / -0.627
5_1_grt: 41100 / 0.0677 / 2688 / 48.9 / -0.664
6_report: 41100 / 0.0901 / 2688 / 48.9 / -0.570
-- power groups by stage --
stage,combinational (W),clock [W],sequential (W)
after CTS,0.00163,0.0344,0.0462
after global routing,0.00178,0.0360,0.0464
final,0.00162,0.0331,0.0461
-- routing by layer --
layer,up-vias,wire [um]
li1,5398,-
met1,5750,18100
met2,447,14700
met3,85,5950
met4,0,1120
met5,-,0
-- cell families (layout without fill, tap and decap cells) --
group	after synthesis	count (layout)	synth area share, %
flip-flops	1120	1120	98.5
multiplexers	40	40	1.32
buffers and inverters	4	394	0.132
-- worst paths after layout --
path / cells past startpoint / to / start
setup / recovery: 2 / taps[21] / mem[35][5]
hold / removal: 2 / mem[30][2] / start
setup reg to reg: 3 / mem[12][0] / mem[11][0]
hold reg to reg: 0 / mem[91][0] / mem[90][0]
-- what timing repair did --
action | CTS | global route
resized | 160 | 5
buffers inserted | 22 | 10
endpoints found under the setup margin | 40 | 40
hold endpoints to repair | 2 | 0
hold buffers | 1 | 0
-- synth_stat cells (all sizes together) --
library cell  count  share of area (%)
edfxtp         1120                 99
buf               4               0.13
mux2             40                1.3
-- final cells by class --
class                           instances  share of cell area, %
Sequential cell                      1120                   81.9
Clock buffer                          129                   6.77
Timing Repair Buffer                  192                   4.60
Tap cell                             1134                   3.45
Clock inverter                         73                   1.85
Multi-Input combinational cell         40                   1.46
Power and IR drop assume default switching activity.
